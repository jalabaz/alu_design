--- flow/design.v ---
module ALU_DESIGN (input[15:0] iA,
						input[15:0] iB,
						input[2:0] iAluOpcode,
						input[2:0] iRegACommand,
						input[2:0] iRegBCommand,
						input iClock,
						output[15:0] oAccumulator,
						output nCarryflagout, nZeroflagout
						);
wire[15:0] nRegA;
wire[15:0] nRegB;
mALU ALU_BLOCK(nRegA[15:0],nRegB[15:0],iAluOpcode[2:0], iClock, oAccumulator[15:0], nCarryflagout, nZeroflagout);
mShiftReg REGA_BLOCK(iA[15:0],iClock,iRegACommand[2:0],nRegA[15:0]);
mShiftReg REGB_BLOCK(iB[15:0],iClock,iRegBCommand[2:0],nRegB[15:0]);
endmodule
module m16Bitadder( input[15:0] iA,			 
						 input[15:0] iB,			 
						 input iC,					 
						 output[15:0] oSum,		 
						 output oCarryout
						 );
wire[16:0] n;
genvar i;
generate
for (i = 0; i < 16; i = i+1)	 
	begin : forlooping
	if (i == 0)
		begin
		assign n[i] = iC;
		end
	mFulladder Fulladder (.iA (iA[i]), .iB (iB[i]), .iC (n[i]), .oSum (oSum[i]), .oCarryout (n[i+1]));
	end
endgenerate
assign oCarryout = n[16];
endmodule
module m16Bitsubtracter( input[15:0] iA,			 
								 input[15:0] iB,			 
								 input iC,				 
								 output[15:0] oDiff		         
								 );
wire[16:0] n;
genvar i;
generate
for (i = 0; i < 16; i = i+1)	 
	begin : forlooping
	if (i == 0)
		begin
		assign n[i] = iC;		 
		end
	mFullsubtracter Fullsubtracter (.iA (iA[i]), .iB (iB[i]), .iC (n[i]), .oDiff (oDiff[i]), .oBorrow (n[i+1]));
	end
endgenerate
endmodule
module mALU (input[15:0] iA,
					input[15:0] iB,
					input[2:0] iOpcode,
					input iClock,
					output[15:0] oAccumulator,
					output nCarryflagout, nZeroflagout
					);
wire[1:0] iOpArith = iOpcode[1:0];	 
wire nZeroflagin, nZeroLogic, nZeroArith;		 
wire nCarryflagin;	 
wire[15:0] nOutLogic;	 
wire[15:0] nOutArith;	 
wire checkifArith = (iOpcode >= 3'b101) ? 1'b1: 1'b0;	 
wire nReset = ~checkifArith;		 
mLogicUnit logic_unit (iA,iB,iOpcode,nOutLogic,nZeroLogic);
mArithmeticUnit arith_unit (iA,iB,iOpArith,nOutArith,iClock,nReset,nCarryflagout, nZeroArith);
assign oAccumulator[15:0] = (checkifArith == 1'b1) ? nOutArith[15:0]: nOutLogic[15:0];
assign nZeroflagin = (checkifArith == 1'b1) ? nZeroArith: nZeroLogic;
mDFF_Risingedge_Resetasynclow Zeroflag(nZeroflagin,iClock,1'b1,nZeroflagout);	 
endmodule
module mANDgate(input [15:0] iA,input [15:0] iB, output[15:0] oX);
assign oX[15:0] = iA[15:0] & iB[15:0];
endmodule
module mArithmeticUnit (input[15:0] iPortA,
								input[15:0] iPortB,
								input[1:0] iOpcode,
								output[15:0] oAccumulator,
								input iClock,
								input iReset,
								output nCarryflagout, nZeroflagout
								);
wire nCarryflagin;	 
wire nAdderCin, enCin;	 
wire[15:0] nAddAns;	 
wire[15:0] nSubAns;	 
wire nResetin;
wire[15:0] nDiffMagCom;	 
assign checkifsub = (iOpcode == 2'b11) ? 1'b1 : 1'b0;
assign enCin = (iOpcode == 2'b10) ? 1'b1: 1'b0;
assign nAdderCin = enCin & nCarryflagout;
m16Bitadder bit16Adder(iPortA[15:0],iPortB[15:0],nAdderCin,nAddAns[15:0],nCarryflagin);
m16Bitsubtracter bit16subtracter(iPortA[15:0],iPortB[15:0],1'b0,nDiffMagCom[15:0]);
assign nSubAns[15:0] = (iPortB[15:0] > iPortA[15:0]) ? 16'h0000 : nDiffMagCom[15:0];	 
nor NOR_resetpin (nResetin,checkifsub,iReset);
mDFF_Risingedge_Resetasynclow Carryflag(nCarryflagin,iClock,nResetin,nCarryflagout);	 
assign nZeroflagout = (oAccumulator == 16'h0000) ? 1'b1 : 1'b0;	 
assign oAccumulator = (checkifsub == 1'b1) ? nSubAns[15:0]: nAddAns[15:0];
endmodule
module mDFF_Risingedge_Resetasynclow (	input iD,
													input iClock,
													input iReset,
													output reg oQ
													);
always @ (posedge iClock or negedge iReset)
begin
	if(iReset == 1'b0)
		oQ <= 1'b0;
	else
		oQ<=iD;
end
endmodule
module mFulladder ( input iA,			  
						  input iB, 		  
						  input iC,			  
						  output oSum,		  
						  output oCarryout  
						  );
wire n1, n2, n3;
mHalfadder Halfadder_0 (.iA (iB), .iB(iC), .oSum (n1), .oCarryout (n2));
mHalfadder Halfadder_1 (.iA (iA), .iB (n1), .oSum (oSum), .oCarryout (n3));
or OR_0(oCarryout, n2, n3);
endmodule
module mFullsubtracter ( input iA,			  
								input iB, 		  
								input iC,			  
								output oDiff,		  
								output oBorrow  
								);
wire n1, n2, n3;
mHalfadder Halfadder (.iA (iB), .iB(iC), .oSum (n1), .oCarryout (n2));
mHalfsubtracter Halfsubtracter (.iA (iA), .iB (n1), .oDiff (oDiff), .oBorrow (n3));
or OR_0(oBorrow, n2, n3);
endmodule
module mHalfadder( input iA,			 
						 input iB,			 
						 output oSum,		 
						 output oCarryout	 
						 );
assign oCarryout = iA&iB;
assign oSum = iA^iB;
endmodule
module mHalfsubtracter( input iA,			 
								input iB,			 
								output oDiff,		 
								output oBorrow	 
								);
assign oBorrow = ~iA & iB;
assign oDiff = iA^iB;
endmodule
module mLogicUnit (iA,iB,iOpcode,oX,nZeroflagout);
input[15:0] iA;
input[15:0] iB;
input[2:0] iOpcode;
output[15:0] oX;
output nZeroflagout;
wire[15:0] nOutA;
wire[15:0] nOutB;
wire[15:0] nOutOr;
wire[15:0] nOutAnd;
wire[15:0] nOutXor;
mNOTa NOTa (iA[15:0],iB[15:0], nOutA[15:0]);
mNOTb NOTb (iA[15:0],iB[15:0], nOutB[15:0]);
mANDgate ANDgate (iA[15:0],iB[15:0], nOutAnd[15:0]);
mORgate ORgate (iA[15:0],iB[15:0], nOutOr[15:0]);
mXORgate XORgate (iA[15:0],iB[15:0], nOutXor[15:0]);
assign oX = (iOpcode == 3'b000) ? 
					nOutA[15:0] : 
					((iOpcode == 3'b001) ? 
						nOutB[15:0] : 
						((iOpcode == 3'b010) ?
							nOutOr[15:0] : 
							((iOpcode == 3'b011) ? 
								nOutAnd[15:0] : 
								((iOpcode == 3'b100) ? 
									nOutXor[15:0] : 16'h0000))));	 
assign nZeroflagout = (oX == 16'h0000) ? 1'b1 : 1'b0;
endmodule
module mNOTa(input [15:0] iA,input [15:0] iB, output[15:0] oX);
assign oX[15:0] = ~iA[15:0];
endmodule
module mNOTb(input [15:0] iA,input [15:0] iB, output[15:0] oX);
assign oX[15:0] = ~iB[15:0];
endmodule
module mORgate(input [15:0] iA,input [15:0] iB, output[15:0] oX);
assign oX[15:0] = iA[15:0] | iB[15:0];
endmodule
module mShiftReg(input[15:0] iD,
							input iClock,
							input [2:0] RegCommand,
							output reg[15:0] oQ
							);
always @ (posedge iClock)
	begin
	oQ <= iD;
	if ((RegCommand[2:0]==3'b000))
		oQ <= iD >> 1;
	else if ((RegCommand[2:0]==3'b001))
		oQ <= iD << 1;
	else if ((RegCommand[2:0]==3'b011))
	begin
		oQ <= iD << 1;
		oQ[0] <= iD[15];
	end
	else if ((RegCommand[2:0]==3'b010))
	begin
		oQ <= iD >> 1;
		oQ[15] <= iD[0];
	end
	end
endmodule
module mXORgate(input [15:0] iA,input [15:0] iB, output[15:0] oX);
assign oX[15:0] = iA[15:0] ^ iB[15:0];
endmodule
--- flow/config.mk ---
export PLATFORM = sky130hd
export DESIGN_NAME = ALU_DESIGN
export DESIGN_NICKNAME = ALU_DESIGN
export VERILOG_FILES = /design/flow/design.v
export SDC_FILE = /design/flow/constraint.sdc
export NUM_CORES = 4
export LEC_CHECK = 1
export CORE_UTILIZATION = 30
--- flow/run.sh ---
#!/bin/bash
# OpenROAD 26Q1-2900-gdf79404cd8, Yosys 0.63+post, stock flow scripts
make -C /OpenROAD-flow-scripts/flow DESIGN_CONFIG=/design/flow/config.mk WORK_HOME=/design/flow/orfs finish
--- flow/constraint.sdc ---
current_design ALU_DESIGN

set clk_period 12.8
set clk_io_pct 0.2

create_clock -name clk0 -period $clk_period [get_ports {iClock}]

set non_clock_inputs [all_inputs -no_clocks]
set_input_delay [expr $clk_period * $clk_io_pct] -clock clk0 $non_clock_inputs
set_output_delay [expr $clk_period * $clk_io_pct] -clock clk0 [all_outputs]
==> results.tsv <==
metric	value	unit
hp-class	reg2reg	
synth-edff-count	0	
async_flop_share	2.94	%
dieArea	14100	sq um
tightest_slew	0.889	ns
status	finished, final reports clean	
utilization	37.8	%
syn-cell-area	4090	sq um
grt.overflow.total	0	
wl	11700	um
leakagePower	2.13	nW
portBuffers	59	
crit_buf_inv	6	
die_h	119	um
max_freq	80.0	MHz
h-tree-depth	2	
ant_nets	0	
crit_top_cell	fa_2	
skew	0.00675	ns
ys_cells	482	
cpMaxStageDelayCell	clkdlybuf4s50_1	
arrival	9.94	ns
ys_ff	34	
place_congestion	0.950	
dp.cells	694	
antenna_found_initial	0	
pin_count	60	
hold_viol	0	
ys_warn_count	3	
row_count	42	
flop_cell	dfxtp_1	
syn_area_per_cell	8.48	sq um
grt_pass1_vias	3528	
timing.slew.headroom	40.5	%
warning_count	58	
worstPathMaxFanout	2	
drtIter0Drc	193	
fp_util	30.9	%
n_antenna_cell	0	
cts.sinks	34	
via_count	3619	
routedWlPerCell	16.7	um
drive_gt1_share	7.59	%
route.detailed.drc	0	
slowest_delay	0.48	ns
core_area	13200	sq um
ctsRootBufferMaster	clkbuf_16	
p_per_area	94.6	nW/um^2
clock_latency	0.28	ns
track_usage	17.4	%
power.ir.vdd_worst	0.0508	mV
yosysChipArea	4090	sq um
finalSetupViolations	0	
critical_path.top_delay_family	adder cells	
cts_buffers	5	
setup.worst_path.start_class	primary input	
syn_to_final_growth	22.5	%
cts_tree	done	
stdcell_count	703	
clk_pin_slew	0.06	ns
slew_viol_final	0	
crit_type	in2out	
die-width	119	um
finalClockPeriodUsage	97.6	%
cap_violations	0	
path_cells	clkdlybuf4s50_1 -> inv_1 -> nand3_1 -> fa_2 -> fa_1 -> inv_1 -> fa_2 -> fa_2 -> fa_2 -> fa_2 -> fa_2 -> fa_2 -> fa_2 -> fa_2 -> fa_2 -> fa_2 -> fa_2 -> fa_2 -> fa_2 -> inv_1 -> fa_1 -> inv_1 -> a221o_1 -> clkdlybuf4s50_1	
endpoint_kind	output port	
synthCells	482	
required	10.24	ns
yosysUniqueCellTypes	55	
grt_pass1_wl	18700	um
ys_seq_share	16.8	%
rsz0062_at_grt	no	
cts_max_path_buffers	2	
fin_crit	12.50	ns
grt_start_max_net_pins	53	
vias_per_cell	5.15	
dp_hpwl	9330	um
drtPass1Iterations	4	
[power by group]
group | internal (mW) | total, mW | switching [mW]
clock network | 0.0769 | 0.122 | 0.0453
registers | 0.116 | 0.135 | 0.0187
logic | 0.108 | 0.217 | 0.108
[final cells by class]
type	count	area (sq um)
Sequential cell	34	686
Inverter	45	169
Multi-Input combinational cell	374	3140
Fill cell	1331	8240
Clock inverter	2	12.5
Timing Repair Buffer	66	638
Tap cell	176	220
Clock buffer	6	139
[synth_stat cells (2+ instances only)]
cell / number / area [sq um]
a21o_1: 2 / 15.0
clkbuf_1: 20 / 75.1
o211ai_1: 2 / 15.0
nand2_1: 48 / 180
ha_1: 49 / 613
a22oi_1: 3 / 22.5
o21ai_1: 3 / 15.0
dfxtp_1: 33 / 661
nor2_1: 26 / 97.6
nor2b_1: 11 / 68.8
a21oi_1: 24 / 120
a211o_1: 2 / 17.5
o22ai_1: 3 / 18.8
a2bb2oi_1: 7 / 61.3
nor3_1: 4 / 20.0
inv_1: 44 / 165
o32ai_1: 6 / 52.6
o21ai_0: 47 / 235
nor4b_1: 2 / 17.5
a211oi_1: 9 / 67.6
nand3_1: 3 / 15.0
nor4_1: 6 / 37.5
or4_4: 3 / 33.8
a31oi_1: 5 / 31.3
fa_1: 30 / 601
mux2i_1: 34 / 340
nand2b_1: 6 / 37.5
buf_2: 8 / 40.0
nand4_1: 2 / 12.5
a221o_1: 12 / 120
xnor2_1: 2 / 17.5
nor3b_1: 2 / 15.0
a2111oi_0: 2 / 17.5
[registers in the layout (all words and copies together), names as in the netlist]
signal and count:
ALU_BLOCK.Zeroflag.oQ 1, ALU_BLOCK.arith_unit.Carryflag.oQ 1, REGA_BLOCK.oQ 16, REGB_BLOCK.oQ 16
[worst paths after layout]
path,startpoint,to,slack (ns),depth (start not counted)
max,iAluOpcode[0],oAccumulator[15],0.30,24
max in group asynchronous,iAluOpcode[2],ALU_BLOCK.arith_unit.Carryflag.oQ,9.18,4
min in group asynchronous,iAluOpcode[1],ALU_BLOCK.arith_unit.Carryflag.oQ,2.79,3
min reg2reg,REGA_BLOCK.oQ[15],ALU_BLOCK.arith_unit.Carryflag.oQ,0.82,3
min,REGA_BLOCK.oQ[15],ALU_BLOCK.arith_unit.Carryflag.oQ,0.82,3
max reg2reg,REGA_BLOCK.oQ[0],ALU_BLOCK.Zeroflag.oQ,5.21,23
[logic make-up after synthesis]
family | Yosys count | share of synthesized area [%]
DFF | 34 | 16.8
xor gates and xnor gates | 2 | 0.429
adders and majority gates | 79 | 29.7
and+or+nand+nor | 119 | 14.6
buffers and inverters | 74 | 7.23
muxes | 35 | 8.60
AOI/OAI and AO/OA | 139 | 22.7
[metrics by stage]
step	hold WS, ns	cell area (sq um)	setup WS, ns	power [mW]	setup TNS [ns]
2_1_floorplan	0.656	4090	0.0868	0.262	0
3_3_place_gp	0.800	4810	-0.551	0.346	-0.769
3_5_place_dp	0.782	4810	-0.613	0.347	-0.874
4_1_cts	0.805	4990	0.0386	0.474	0
5_1_grt	0.870	5000	0.0474	0.508	0
6_report	0.822	5000	0.303	0.473	0
[tightest hold or removal path, delay by kind of cell (launching register included)]
| kind | cells | cell delay [ns] |
|---|---|---|
| flip-flops | 1 | 0.36 |
| buffers and inverters | 2 | 0.21 |
| adder cells (fa/ha/maj) | 1 | 0.22 |
[routing by layer]
layer  share of wire [%]  GRT usage (%)
met3                 7.1           3.99
met2                  49           29.8
met4                 3.0           4.51
met1                  41           22.4
met5                   0              0
[timing repair]
item | in CTS | in global routing
pin swaps | 0 | 4
setup endpoints to repair | 2 | 1
hold buffers | 0 | 0
hold endpoints to repair | 0 | 0
resized | 11 | 3
buffers inserted | 0 | 1
[placed cells by master, fill, tap and decap left out, types with 4 or more instances in the layout]
cell             Yosys  final
a211oi_1             9      9
a21oi_1             24     24
a221o_1             12     12
a2bb2oi_1            7      7
a31oi_1              5      5
buf_4                0      7
clkbuf_16            0      5
clkdlybuf4s50_1      0     58
dfxtp_1             33     33
fa_1                30     16
fa_2                 0     14
ha_1                49     49
inv_1               44     44
mux2i_1             34     34
nand2_1             48     48
nand2b_1             6      6
nor2_1              26     26
nor2b_1             11     11
nor3_1               4      4
nor4_1               6      6
o21ai_0             47     47
o32ai_1              6      6
No activity file was given, so power comes from the tool's default toggle rates.
